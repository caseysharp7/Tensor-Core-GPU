File: /design/flow/run.sh
#!/bin/bash
# OpenROAD 26Q1-2900-gdf79404cd8, Yosys 0.63+post, stock flow scripts
make -C /OpenROAD-flow-scripts/flow DESIGN_CONFIG=/design/flow/config.mk WORK_HOME=/design/flow/orfs finish
File: /design/flow/design.v
`timescale 1ns / 1ps
module Controller(
    input reset,
    input [3:0] opcode,  
    input [3:0] global_opcode,  
    input instr_bit_in,  
    input done_bit,  
    output reg mem_write_en,  
    output reg mem_read_en,  
    output reg reg_write_en,  
    output reg glob_reg_write_en,  
    output reg queue_write_en,   
    output reg instr_bit_out  
    );
    wire [1:0] complete;
    assign complete = {done_bit, instr_bit_in};
    always @(*) begin
        if(reset) begin
            mem_write_en = 0;
            mem_read_en = 0;
            reg_write_en = 0;
            glob_reg_write_en = 0;
            queue_write_en = 0;
            instr_bit_out = 0;
        end
        else begin
            case(opcode)
            4'b0001: begin  
                glob_reg_write_en = 1'b0;
                queue_write_en = 1'b1;
                instr_bit_out = 1'b0;
            end
            4'b0010: begin  
                glob_reg_write_en = 1'b0;
                queue_write_en = 1'b1;
                instr_bit_out = 1'b1;
            end
            4'b0100: begin  
                glob_reg_write_en = 1'b0;
                queue_write_en = 1'b0;
                instr_bit_out = 1'b0;
            end
            4'b0101: begin  
                glob_reg_write_en = 1'b0;
                queue_write_en = 1'b0;
                instr_bit_out = 1'b0;
            end
            4'b1000: begin  
                glob_reg_write_en = 1'b1;
                queue_write_en = 1'b0;
                instr_bit_out = 1'b0;
            end
            endcase
            casex(complete)
            2'b10: begin  
                mem_write_en = 1'b0;
                mem_read_en = 1'b1;
                reg_write_en = 1'b1;
            end
            2'b11: begin  
                mem_write_en = 1'b1;
                mem_read_en = 1'b0;
                reg_write_en = 1'b0;
            end
            2'b0x: begin  
                mem_write_en = 1'b0;
                mem_read_en = 1'b0;
                reg_write_en = 1'b0;
            end
            endcase
        end
    end
endmodule
File: /design/flow/config.mk
export PLATFORM = sky130hd
export DESIGN_NAME = Controller
export DESIGN_NICKNAME = Controller
export VERILOG_FILES = /design/flow/design.v
export SDC_FILE = /design/flow/constraint.sdc
export NUM_CORES = 4
export LEC_CHECK = 1
export CORE_AREA = 10 10 70 70
export DIE_AREA = 0 0 80 80
File: /design/flow/constraint.sdc
current_design Controller

set clk_period 1.0
set clk_io_pct 0.2

create_clock -name clk0 -period $clk_period

set non_clock_inputs [all_inputs -no_clocks]
set_input_delay [expr $clk_period * $clk_io_pct] -clock clk0 $non_clock_inputs
set_output_delay [expr $clk_period * $clk_io_pct] -clock clk0 [all_outputs]
==> results_slide.txt <==
Synthesis and Place & Route Summary

GRT
  – First-pass GRT wire length: 731 um
  – GRT overflow: 0
  – Antenna violations before repair: 0
  – Global Route Usage Sum: 1.388%
  – Vias in the first global route: 166
  – Largest net degree at the start of global routing: 7

Die
  – Core area: 3416 um^2
  – Die Span X: 80 um
  – Die Y: 80 um
  – IO Count: 17
  – Die area: 6400 um^2
  – Pre-Place Util: 3.956%
  – Num rows: 21

Cells and area
  – Final Non-Filler Cells: 76
  – Commonest Layout Cell: clkdlybuf4s50_1
  – Design area: 309.0 um^2
  – Share of layout cells above drive strength 1: 16.67%
  – P&R area growth vs syn: 128.7%
  – Fillers: 409
  – Most frequent cells in the layout: 7 x clkdlybuf4s50_1, 3 x dlxtn_1, 3 x buf_2, 3 x dlygate4sd2_1

Logic synthesis
  – Avg Cell Area, Syn: 7.949 um^2
  – Post-Synthesis Cells: 17
  – Yosys stat area: 135.1 um^2
  – Post-Syn Area: 135.1 um^2
  – Number of cells in Yosys stat: 17
  – YS warnings: 1
  – Yosys reg bits: 3
  – Distinct lib cells: 12

Worst setup path
  – Worst path bufs/invs: 2
  – Critical Path Max Stage Delay: 220 ps
  – Critical Path Source Type: input port
  – Worst Setup End Kind: output pin
  – Worst Path Required: 800 ps
  – Crit-path max FO: 3
  – Slowest cell on crit path: dlygate4sd2_1
  – Crit-path cells: buf_2 -> nor3b_2 -> dlygate4sd2_1
  – Worst Path Arrival: 720 ps
  – CP delay by family, top: buffers and inverters
  – WS Path Type: in -> out

Power and ir drop
  – Switch share: 34.56%
  – Tot Pwr: 0.07537 mW
  – Net Switching: 0.02605 mW
  – Combinational Power Share: 87.3%
  – Clock Power Share: 0%
  – Sequential share of power: 12.7%
  – VDD IR-drop max: 0.00002868 V
  – Leakage: 0.1140 nW
  – Int Pwr: 0.04933 mW
  – Pwr/cell area: 243.9 nW/um^2

Routing
  – DRC viols: 0
  – Antenna Nets Post-Route: 0
  – TritonRoute pass-1 iters: 2
  – Via count: 172
  – Post-detailed-route via-to-cell ratio: 2.263
  – Wirelength per Cell: 6.750 um
  – DR iter-0 viols: 14
  – Antenna diodes: 0
  – Final wirelength: 513 um

Placement
  – Port Buffers: 13
  – RD Place Congestion: 0.7401
  – DP HPWL: 470.3 um
  – Placed cell areas: 322.8 um^2
  – Pre-CTS setup slack: -639.8 ps
  – Placed cell count: 76

Final timing
  – Rel. slew slack: 83.31%
  – Fmax: 1089 MHz
  – Count of final hold-check violations: 0
  – Slew Viols, Final: 0
  – RSZ-0062 raised after global routing: false
  – Final period utilization: 91.81%
  – Endpoints left unconstrained: 6
  – Final number of setup-violating endpoints: 0
  – Tmin final: 918.1 ps
  – Register pins left without a clock: 3
  – Slew @ Worst Pin: 246.9 ps
  – Final Hold Slack: 764.4 ps
  – Worst setup margin: 81.85 ps

Worst hold path
  – HP Class: in -> out
  – WHS Endpoint: reg_write_en
  – Worst hold start: instr_bit_in
  – Hold Path Cell Cnt: 3

Run
  – Tool warning count: 36
  – Max Cap Viol: 0

Run status
  – Outcome: completed
## worst max path at each step
stage      from           to  slack [ps]  cells after the start
4_1_cts   reset  mem_read_en          70                      3
5_1_grt   reset  mem_read_en          20                      3
6_report  reset  mem_read_en          80                      3
## routing by layer
| layer | track usage [%] | vias up | share of wire [%] |
|---|---|---|---|
| met5 | 0 | - | 0 |
| met4 | 0 | 0 | 0 |
| met3 | 1.818 | 0 | 36 |
| met2 | 1.846 | 12 | 24 |
| met1 | 1.393 | 70 | 40 |
| li1 | - | 90 | - |
## stage by stage
step	TNS, ps	util [%]
final	0	9.048
after CTS	0	9.048
after global routing	0	9.048
after floorplan	0	-
after global placement	-1718	9.451
after detailed placement	-1791	9.451
## power by group through the flow
stage	registers (mW)	clock network [mW]	logic (mW)
4_1_cts	0.00959	0	0.0664
5_1_grt	0.00985	0	0.0724
6_report	0.00955	0	0.0658
## cell families (layout without fill, tap and decap cells)
group / Yosys count / in the layout / share of synthesized area (%)
compound gates: 2 / 2 / 8.333
simple gates: 11 / 11 / 52.76
buf+inv: 1 / 14 / 5.558
latches: 3 / 3 / 33.33
## tightest hold or removal path: cells and delay by family
kind                   cells  cell delay [ps]
buffers and inverters      2              320
and+or+nand+nor            1               40
## cells in the mapped netlist, drive strengths merged
| cell | count | area (um^2) |
|---|---|---|
| dlxtn | 3 | 45.04 |
| o22ai | 1 | 6.260 |
| and3b | 1 | 8.760 |
| nand3 | 1 | 5.000 |
| a21oi | 1 | 5.000 |
| nor4b | 1 | 8.760 |
| nor3 | 1 | 5.000 |
| nor2 | 1 | 3.750 |
| nand2b | 2 | 12.51 |
| nor4 | 2 | 12.51 |
| buf | 1 | 7.510 |
| nor3b | 2 | 15.01 |
## state kept, by name, indices dropped and copies added, names as in the netlist
signal,count
glob_reg_write_en,1
instr_bit_out,1
queue_write_en,1
## cell type report
class | instances | area, um^2 | share of cell area, %
multi-input combinational | 13 | 87.58 | 28.34
sequential | 3 | 45.04 | 14.57
tap | 46 | 57.56 | 18.62
timing repair buffer | 14 | 118.9 | 38.46
## repair_timing
action                     in CTS  in global routing
hold buffers                    0                  0
gates resized                  15                  0
setup buffers                   0                  0
setup endpoints to repair       3                  0
Power and IR drop assume default switching activity.
