## flow/design.v

```verilog
`timescale 1ns / 1ps
module Global_Register_File#(parameter DATA_WIDTH = 16)(
    input clk, reset,
    input glob_reg_write_en,   
    input [3:0] glob_reg_write_addr,  
    input [DATA_WIDTH-1:0] glob_reg_write_data,  
    input [3:0] glob_reg_read_addr,  
    output [DATA_WIDTH-1:0] glob_reg_read_data
    );
    reg [DATA_WIDTH-1:0] reg_file [15:0];  
    integer i;
    always @(posedge clk or posedge reset) begin
        if(reset) begin
            for(i = 0; i < 16; i = i+1)
                reg_file[i] <= 16'd0;
        end
        else if(glob_reg_write_en) begin
            reg_file[glob_reg_write_addr] <= glob_reg_write_data;
        end
    end
    assign glob_reg_read_data = reg_file[glob_reg_read_addr];
endmodule
```

## flow/run.sh

```bash
#!/bin/bash
# OpenROAD 26Q1-2900-gdf79404cd8, Yosys 0.63+post, stock flow scripts
make -C /OpenROAD-flow-scripts/flow DESIGN_CONFIG=/design/flow/config.mk WORK_HOME=/design/flow/orfs finish
```

## flow/config.mk

```make
export PLATFORM = sky130hd
export DESIGN_NAME = Global_Register_File
export DESIGN_NICKNAME = Global_Register_File
export VERILOG_FILES = /design/flow/design.v
export SDC_FILE = /design/flow/constraint.sdc
export NUM_CORES = 4
export LEC_CHECK = 1
export CORE_UTILIZATION = 50
```

## flow/constraint.sdc

```tcl
current_design Global_Register_File

set clk_period 6.5
set clk_io_pct 0.2

create_clock -name clk0 -period $clk_period [get_ports {clk}]

set non_clock_inputs [all_inputs -no_clocks]
set_input_delay [expr $clk_period * $clk_io_pct] -clock clk0 $non_clock_inputs
set_output_delay [expr $clk_period * $clk_io_pct] -clock clk0 [all_outputs]
```

==> flow_summary.toml <==
# flow metrics
[status]
run_status = "complete, no violations"

[setup_path]
regToRegStartpoint = "reg_file[3][15]"
timing.critical_path.arrival_ps = 4110
cp-start-kind = "input port"
critPathCaptureType = "primary output"
path_class = "in2out"
cp_data_required_time_ps = 5200
startpoint = "glob_reg_read_addr[0]"
critical_path.max_fanout = 17

[clock_tree]
clk_pin_slew_ps = 60
cts_inserted_buffers = 27
clock_path_buffers = 3
cts_num_sinks = 256
htreeDepth = 1
tritoncts_clock_tree = "done"
clockRootBuffer = "clkbuf_16"
cts_setup_buffers = 0
clk_latency_ps = 520
ctsHoldBuffers = 0
ctsResizeCount = 0

[yosys]
part_of_the_yosys_area_used_for_sequential_elements_pct = 53.7
postSynth.topFlopCell = "dfrtp_1"
enable_flop_cells = 0
synthDistinctLibCells = 53
synth-seq-cells = 256
synthTopCellsByArea = "dfrtp_1 (54%), mux2_2 (23%), a22oi_1 (2.9%)"
synthesis.area_per_instance_um2 = 13.0
common_cells = "dfrtp_1 (256), mux2_2 (247), a22oi_1 (46)"
post-synth-top-area-fraction_pct = 53.7
post-synth-top-area-cell = "dfrtp_1"
netlist.top_cell.by_instances = "dfrtp_1"
synth-cells-yosys = 920
synth_area_mm2 = 0.0119
async_reset_ff_share_pct = 100
yosys_warnings = 2
synthCells = 920
yosys-stat-area_mm2 = 0.0119

[global_routing]
grt_first_pass_wirelength_mm = 49.5
grt_antenna_before_repair = 0
globalRouteOverflowTotal = 0
grt_start_max_net_pins = 62
first_global_vias = 8291
global_route.usage.total_pct = 28.6

[die]
die_h_um = 157
dieWidth_um = 157
core-area_mm2 = 0.0235
die_area_mm2 = 0.0245
io_pins = 43
rows = 56
core_util_floorplan_pct = 50.9

[place]
dpl.hpwl_mm = 20.8
detailedPlace.worstSlack_ps = 1140
port-buffer-count = 42
gp_congestion = 0.916

[job]
number_of_maximum_capacitance_constraint_violations = 0
log.warning_count = 25

[route]
detailedRoute.firstIterationViolations = 448
detailedRoute.firstPassIterationCount = 5
drc = 0
wirelength_mm = 31.4
dr_total_vias = 7813
route.antenna.remaining_nets = 0
diodes = 0
viasPerCell = 6.08
route.detailed.wl_per_inst_um = 24.4

[sta]
fmaxAchievable_mhz = 185
post-route-min-period_ps = 5410
setup_tns_ps = 0
maxSlewViolCount = 0
maxSlewHeadroom_pct = 33.8
finalWorstSetupSlack_ps = 1090
tightestPinTransition_ps = 991
clock_skew_ps = 0
setup-violations-final = 0
finalHoldViolations = 0
rsz0062_at_grt = "no"
layout_worst_path_cycle_share_pct = 83.2

[final_layout]
largest_register_ff_count = 256
fillers = 1853
reg.largest.list = "reg_file: 256 flops"
max_flop_register = "reg_file"
drive_gt1_share_pct = 36.3
layout-area-overhead-vs-synth_pct = 13.0

[pwr]
power.static_leakage_nw = 5.80
max-vdd-ir-drop_mv = 0.200
power-per-cell-area_mw_per_mm2 = 331
design_power_total_mw = 4.47

[min_path]
worst_hold_path_type = "reg2reg"
timing.hold.worst.start = "reg_file[4][4]"
-- through the flow --
stage	utilization [%]	area [um^2]	hold WS, ps	instances
6_report	57.5	13500	490	1284
5_1_grt	57.5	13500	512	1284
4_1_cts	57.5	13500	494	1284
3_5_place_dp	53.6	12600	481	1235
3_3_place_gp	53.6	12600	472	1235
2_1_floorplan	-	11900	464	920
-- final cells by class --
class                           instances  area, um^2  share of cell area, %
Timing Repair Buffer                   71         623                   4.62
Inverter                                7        30.0                  0.223
Multi-Input combinational cell        582        5120                   38.0
Tap cell                              319         399                   2.96
Sequential cell                       256        6410                   47.5
Clock inverter                          6         105                  0.779
Clock buffer                           43         806                   5.97
-- power breakdown --
group	total [mW]	internal [mW]	leakage [nW]	switching, mW
combinational	0.736	0.429	2.21	0.307
clock	1.57	0.962	0.448	0.609
sequential	2.16	1.97	3.14	0.198
total	4.47	3.36	5.80	1.11
-- cell families after synthesis --
family / after synthesis / share of synthesized area (%)
muxes: 282 / 26.7
buffers and inverters: 82 / 3.49
and+or+nand+nor: 111 / 5.01
AOI/OAI and AO/OA: 189 / 11.2
DFF: 256 / 53.7
-- placed cells by master, fill, tap and decap left out, drive strengths merged, types with 16 or more instances in the layout --
master	n
a21oi	29
a22o	32
a22oi	46
buf	32
clkbuf	43
clkdlybuf4s50	39
dfrtp	256
mux2	259
mux2i	23
nand2	27
nor2	40
o21ai	24
o22ai	16
-- critical path: stages --
cell and delay (ps):
clkdlybuf4s50_1 760, buf_4 320, and2_0 520, a22o_1 250
a221oi_1 100, a31oi_1 300, clkdlybuf4s50_1 540
-- worst paths after layout --
kind	end	slack, ps	cells past startpoint
max in group asynchronous	reg_file[1][8]	3640	4
min in group asynchronous	reg_file[14][2]	1150	2
worst min register to register	reg_file[4][4]	490	1
worst max-delay path	glob_reg_read_data[15]	1090	7
worst max register to register	reg_file[3][15]	5690	1
worst min-delay path	reg_file[4][4]	490	1
-- metal layers --
| metal | share of wire, % | global-route usage [%] | wire [um] | up-vias |
|---|---|---|---|---|
| met4 | 3.0 | 7.84 | 957 | 0 |
| met5 | 0 | 0 | 0 | - |
| li1 | - | - | - | 3446 |
| met3 | 7.0 | 7.19 | 2200 | 56 |
| met2 | 47 | 43.9 | 14700 | 262 |
| met1 | 43 | 42.5 | 13600 | 4049 |
Power is estimated from default activity; no workload was simulated.
