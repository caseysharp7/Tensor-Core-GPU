==> design/flow/design.v <==
`timescale 1ns / 1ps
module Mux2 #(parameter MUX_WIDTH = 16)
(   input [MUX_WIDTH-1:0] a, b,
    input sel,
    output [MUX_WIDTH-1:0] y
    );
    assign y = sel ? b : a;
endmodule
==> design/flow/run.sh <==
#!/bin/bash
# OpenROAD 26Q1-2900-gdf79404cd8, Yosys 0.63+post, stock flow scripts
make -C /OpenROAD-flow-scripts/flow DESIGN_CONFIG=/design/flow/config.mk WORK_HOME=/design/flow/orfs finish
==> design/flow/config.mk <==
export PLATFORM = sky130hd
export DESIGN_NAME = Mux2
export DESIGN_NICKNAME = Mux2
export VERILOG_FILES = /design/flow/design.v
export SDC_FILE = /design/flow/constraint.sdc
export NUM_CORES = 4
export LEC_CHECK = 1
export CORE_AREA = 10 10 70 70
export DIE_AREA = 0 0 80 80
==> design/flow/constraint.sdc <==
current_design Mux2

set clk_period 1.0
set clk_io_pct 0.2

create_clock -name clk0 -period $clk_period

set non_clock_inputs [all_inputs -no_clocks]
set_input_delay [expr $clk_period * $clk_io_pct] -clock clk0 $non_clock_inputs
set_output_delay [expr $clk_period * $clk_io_pct] -clock clk0 [all_outputs]
==> qor.txt <==
status - finished, violations left
failing checks - negative setup slack
cells after synthesis - 18
io pins - 49
Post-synth seq share - 0%
Slew @ Worst Pin - 0.0719 ns
tool warning count - 34
max-cap violations - 0
Hold Path Class - in2out
Max Slew Vio Count - 0
Post-CTS Setup Bufs - 0
Ys Warns - 0
Pwr Total - 295 uW
CP Launch Type - input port
most common cell in the synthesized netlist - mux2_4
CP max stage cell - mux2_4
Post-route DRC - 0
leakage power - 0.000415 uW
die footprint - 6400 um2
DR pass1 iterations - 1
die width - 80 um
biggest area cells - mux2_4, mux2_2, buf_12, buf_6
Layout Cells excl Fill - 113
vias per inst - 3.32
largest area contributor in the netlist - mux2_4
antenna violations before repair - 0
final worst slack - -0.0560 ns
Yosys Instances - 18
final sequential cell count - 0
largest net degree at the start of global routing - 9
syn avg cell area - 13.8 um2
area taken by flip-flops and latches - 0 um2
min cycle time layout - 1.06 ns
HPWL after DPL - 1220 um
initial DRC count - 0
top area contributor share - 60.3%
Rel. slew slack - 95.2%
first-pass GRT wire length - 2160 um
slowest stage delay, CP - 0.30 ns
DR WL/cell - 12.5 um
share of layout cells above drive strength 1 - 52.2%
period utilisation layout - 106%
# rows - 21
final setup vio count - 16
wire length after detailed routing - 1420 um
Worst EP required - 0.80 ns
CP endpoint kind - primary output
floorplan utilization - 7.29%
CLK BUF - 0
Cell Chain, Critical Path - buf_12 -> buf_16 -> mux2_4 -> buf_6
Port Buffers - 49
CORE AREA - 3420 um2
Area Growth Syn to Fin - 217%
antenna viol nets, final - 0
RSZ-0062 raised after global routing - yes
WS Path Type - in2out
aggregate global routing overflow - 0
Placement Setup Slack - -0.853 ns
number of global-route vias before repair - 424
Tot GR Track Use - 4.16%
critical path peak fanout - 8
Cell variety after synth - 4
f_max - 947 MHz
Hold Vio Cnt, Final - 0
Power Dens Cells - 375 nW/um2
synth cell count leaders - mux2_4, mux2_2, buf_12, buf_6
VDD IR-drop max - 0.107 mV
Post-Syn Area - 249 um2
die height - 80 um
post-layout util - 23.1%
DP Cell Count - 112
Vias - 375
Chip Area, Yosys - 249 um2
crit path DAT - 0.86 ns
gpl congestion - 0.815
n_diodes - 0
power by group:
group / total (uW) / switching [uW] / internal (uW)
combinational: 295 / 65.4 / 230
sequential: 0 / 0 / 0
clock: 0 / 0 / 0
total: 295 / 65.4 / 230
layout by cell type, fill, tap and decap left out, drive strengths merged:
master	instances
dlygate4sd2	32
mux2	16
buf	19
critical path, delay by kind of cell:
family | cells | cell delay (ns)
buf+inv | 3 | 0.36
mux | 1 | 0.30
per-stage QoR:
step | setup TNS [ns] | hold slack [ns] | instance area [um2]
after floorplan | 0 | 0.498 | 249
after global placement | -13.06 | 1.44 | 786
after detailed placement | -13.14 | 1.43 | 786
after CTS | -0.891 | 0.799 | 757
after global routing | -1.10 | 0.812 | 788
final | -0.811 | 0.796 | 788
final timing paths:
check,from,end,slack (ns),depth (start not counted)
setup / recovery,sel,y[12],-0.06,4
hold / removal,a[9],y[9],0.80,3
metal layers:
layer	wire [um]	vias to the layer above	GRT usage (%)	share of wire (%)
met4	0	0	0	0
met2	350	49	4.74	25
li1	-	168	-	-
met1	725	158	5.93	51
met3	339	0	3.52	24
met5	0	-	0	0
logic make-up after synthesis:
logic type | share of synthesized area (%)
buffers and inverters | 12.6
multiplexers | 87.4
area by class of cell:
cell class | instances | area, um2
Tap cell | 46 | 57.6
Fill cell | 397 | 2630
Multi-Input combinational cell | 16 | 240
Timing Repair Buffer | 51 | 490
timing repair:
item | 4_1_cts | 5_1_grt
setup endpoints to repair | 16 | 16
hold buffers | 0 | 0
endpoints found under the hold margin | 0 | 0
gates cloned | 1 | 0
resized | 101 | 5
No activity file was given, so power comes from the tool's default toggle rates.
